==> ./design.v <==
module MooreMachine (W, clk, reset, z);
input [0:1] W;
input clk, reset;
output reg [0:3] z;
reg [0:3] y, Y;   
parameter A=4'b0000, B=4'b0001, C=4'b0010, D=4'b0011, E=4'b0100, F=4'b0101, G=4'b0110, H=4'b0111, I=4'b1000, J=4'b1001;
always @ (y or W)  
begin
	case (y)
		A: if (W==2'b00) Y = y;
			else if (W==2'b01) Y = I;
			else if (W==2'b10) Y = B;
			else Y = J;
		B: if (W==2'b00) Y = y;
			else if (W==2'b01) Y = A;
			else if (W==2'b10) Y = C;
			else Y = J;
		C: if (W==2'b00) Y = y;
			else if (W==2'b01) Y = B;
			else if (W==2'b10) Y = D;
			else Y = J;
		D: if (W==2'b00) Y = y;
			else if (W==2'b01) Y = C;
			else if (W==2'b10) Y = E;
			else Y = J;
		E: if (W==2'b00) Y = y;
			else if (W==2'b01) Y = D;
			else if (W==2'b10) Y = F;
			else Y = J;
		F: if (W==2'b00) Y = y;
			else if (W==2'b01) Y = E;
			else if (W==2'b10) Y = G;
			else Y = J;
		G: if (W==2'b00) Y = y;
			else if (W==2'b01) Y = F;
			else if (W==2'b10) Y = H;
			else Y = J;
		H: if (W==2'b00) Y = y;
			else if (W==2'b01) Y = G;
			else if (W==2'b10) Y = I;
			else Y = J;
		I: if (W==2'b00) Y = y;
			else if (W==2'b01) Y = H;
			else if (W==2'b10) Y = A;
			else Y = J;
		J: if (W==2'b00) Y = y;
			else if (W==2'b01) Y = A;
			else if (W==2'b10) Y = A;
			else Y = J;
		default Y = 4'bxxxx;
	endcase
end
always @ (posedge clk or posedge reset)  
begin
	if (reset==1) y <= A;
	else y <= Y;
end
always @ (*)  
begin
	case (y)
		A: z = 4'b0010;
		B: z = 4'b1000;
		C: z = 4'b0101;
		D: z = 4'b1001;
		E: z = 4'b0111;
		F: z = 4'b0110;
		G: z = 4'b0111;
		H: z = 4'b0110;
		I: z = 4'b0001;
		J: z = 4'b1111;
	endcase
end
endmodule
module decoder (A, B, C, D, segmentos);
input A, B, C, D;
output reg [6:0] segmentos;
always @(*)
	case ({A, B, C, D})
		4'b0000: segmentos = 7'b1000000;
		4'b0001: segmentos = 7'b1111001;
		4'b0010: segmentos = 7'b0100100;
		4'b0011: segmentos = 7'b0110000;
		4'b0100: segmentos = 7'b0011001;
		4'b0101: segmentos = 7'b0010010;
		4'b0110: segmentos = 7'b0000010;
		4'b0111: segmentos = 7'b1111000;
		4'b1000: segmentos = 7'b0000000;
		4'b1001: segmentos = 7'b0010000;
		default: segmentos = 7'b1111111;
	endcase
endmodule
module divisor (CLK, S);
input CLK;
output reg S;
reg [25:0] OUT;
always @(posedge CLK)
	if (OUT == 26'd50000000)
	 begin
		  OUT <= 26'd00000000;
		  S <= 1;
	 end
	 else
	 begin
		  OUT <= OUT + 1;
		  S <= 0;
	 end
endmodule
module main (w, clockFPGA, RES, segment_display, mooreOut);
input [1:0] w;
input clockFPGA;
input RES;
output wire [6:0] segment_display;
wire div_output;
output [3:0] mooreOut;
wire [3:0] moore_output;
divisor div (
	.CLK(clockFPGA),
	.S(div_output)
);
MooreMachine mm (
	.W (w),
	.clk(div_output),
	.reset(RES),
	.z(moore_output)
);
assign mooreOut = moore_output;
decoder dec (
	.A (moore_output[3]),
	.B (moore_output[2]),
	.C (moore_output[1]),
	.D (moore_output[0]),
	.segmentos (segment_display)
);
endmodule
==> ./run.sh <==
#!/bin/bash
# OpenROAD 26Q1-2900-gdf79404cd8, Yosys 0.63+post, stock flow scripts
make -C /OpenROAD-flow-scripts/flow DESIGN_CONFIG=/design/flow/config.mk WORK_HOME=/design/flow/orfs finish
==> ./config.mk <==
export PLATFORM = sky130hd
export DESIGN_NAME = main
export DESIGN_NICKNAME = main
export VERILOG_FILES = /design/flow/design.v
export SDC_FILE = /design/flow/constraint.sdc
export NUM_CORES = 4
export LEC_CHECK = 1
export CORE_AREA = 10 10 112 112
export DIE_AREA = 0 0 122 122
==> ./constraint.sdc <==
current_design main

set clk_period 3.0
set clk_io_pct 0.2

create_clock -name clk0 -period $clk_period [get_ports {clockFPGA}]

set non_clock_inputs [all_inputs -no_clocks]
set_input_delay [expr $clk_period * $clk_io_pct] -clock clk0 $non_clock_inputs
set_output_delay [expr $clk_period * $clk_io_pct] -clock clk0 [all_outputs]
==> results.yml <==
# yosys + openroad results
global_routing:
  grt.overflow.total: 0
  wire_length_of_the_first_global_routing_pass_mm: 6.120
  vias_in_the_first_global_route: 1399
  maximum_number_of_pins_on_one_net_before_global_route_repair: 16
  grtUsageTotal_pct: 4.696
  antenna_found_initial: 0
layout:
  fillers: 1091
  stdcell_count: 367
  flow.area_growth_from_synthesis_pct: 14.20
  final_design_area_no_fill_sq_um: 2305
  drive_gt1_share_pct: 6.926
  final_common_cell: "dfxtp_1"
  most_frequent_cells_in_the_layout: "27 x dfxtp_1, 23 x inv_1, 20 x nor2_1"
synthesis:
  synthArstFlopShare_pct: 24.39
  syn_avg_cell_area_sq_um: 8.970
  synthesis.area_sq_um: 2018
  ff_type: "dfxtp_1"
  synth.ff_latch_count: 41
  chip_area_line_of_the_yosys_report_sq_um: 2018
  ys_cells: 225
  synth.distinct_cells: 39
  yosys_warning_tally: 3
  synthCells: 225
  edf_count: 0
final_timing:
  unclocked_regs: 14
  worst-slew-pin-transition_ns: 0.8812
  final-hold-violation-count: 0
  drv_slew: 0
  timing.setup.tns_ns: 0
  finalCriticalPeriod_ns: 2.170
  clock-skew-final_ns: 0.001305
  finalCritPeriodShare_pct: 72.34
  timing.final.setup_violations: 0
  clock.fmax_mhz: 460.8
  timing.slew.headroom_pct: 40.81
  grt_setup_unrepaired: "false"
  untimed_endpoints: 25
detailed_routing:
  remaining_drc_errors: 0
  antenna_cells: 0
  ant_nets: 0
  drt_pre_antenna_iters: 7
  detailedRoute.firstIterationViolations: 117
  routed_wl_per_cell_um: 9.613
  routed-via-count: 1527
  drt-vias-per-instance: 4.161
  routed_wl_mm: 3.528
critical_path:
  critical_path_arrival_ns: 2.30
  critical_setup_path_class: "flop to flop"
  worst_setup_path_end_kind: "flop"
  startpoint_type: "flop"
  critical_path.max_fanout: 15
  timing.critical_path.required_ns: 3.13
placed_design:
  gp_congestion: 0.8155
  place.port_buffers: 14
  area_after_dpl_sq_um: 2258
  placed_cells_incl_taps: 363
  post-dp-hpwl_mm: 2.650
power_and_ir_drop:
  finalPower_w: 0.0005811
  powerDensity_nw_per_um2: 252.1
  vdd.ir_drop.worst_v: 0.0002423
  leakage_nw: 0.9643
run:
  cap_violations: 0
  warning_count: 32
clock_network:
  cts_tree: "built"
  cts_hold_buf: 0
  cts_buffer_depth: 2
  clk_pin_slew_ns: 0.09
  cts_root_buf: "clkbuf_8"
  number_of_h_tree_branching_levels: 1
  post_cts.resized_instances: 0
  clock_insertion_delay_worst_skew_ns: 0.27
  setup_bufs_post_cts: 0
  cts-buffers-inserted: 3
run_status:
  status: "completed"
die:
  die_width_um: 122
  core-area_sq_um: 10230
  floorplan.io_pins: 15
  fp_util_pct: 19.73
  fp.dieArea_sq_um: 14880
  die_height_um: 122
  floorplan.rows: 37
worst_hold_path:
  holdCritPathClass: "flop to flop"
per-stage QoR:
step | utilization [%] | setup WS (ns) | hold slack [ns]
floorplan | - | 1.121 | 0.4418
CTS | 22.53 | 0.8303 | 0.4785
detailed placement | 22.07 | 0.8447 | 0.4636
global placement | 22.07 | 0.9133 | 0.4655
global route | 22.53 | 0.6481 | 0.4958
finish | 22.53 | 0.8298 | 0.4821
synthesized netlist by cell type (2+ instances only):
cell / count / area [sq um]
buf_4: 4 / 30.03
dfrtp_1: 9 / 225.2
nand2b_1: 2 / 12.51
or2_2: 3 / 18.77
or4_4: 3 / 33.78
xor2_1: 4 / 35.03
inv_1: 23 / 86.33
nor2_1: 20 / 75.07
nand4_1: 5 / 31.28
o21ai_0: 7 / 35.03
dlxtn_1: 4 / 60.06
nand2_1: 16 / 60.06
ha_1: 10 / 125.1
nand3_1: 9 / 45.04
nor4_1: 6 / 37.54
a21oi_1: 12 / 60.06
nor3_1: 6 / 30.03
a222oi_1: 9 / 90.09
or3_1: 6 / 37.54
nor3b_1: 2 / 15.01
a21oi_2: 2 / 17.52
clkbuf_1: 5 / 18.77
or4_1: 2 / 15.01
dfxtp_1: 27 / 540.5
o31ai_1: 3 / 22.52
xnor2_1: 12 / 105.1
buf_2: 2 / 10.01
metal layers:
metal / vias up / wire [um] / track usage, % / share of wire, %
met2: 27 / 1495 / 7.436 / 42
met4: 0 / 27 / 0.3726 / 0.77
met5: - / 0 / 0 / 0
met1: 703 / 1779 / 6.657 / 50
met3: 2 / 225 / 1.127 / 6.4
li1: 795 / - / - / -
final cells by class:
class	instances	area, sq um	share of cell area (%)
well taps	136	170.2	7.383
repair buffers	14	140.1	6.080
inverters	23	86.33	3.746
flip-flops and latches	41	852.1	36.97
clock buffers	3	41.29	1.792
clock inverters	1	5.005	0.2172
multi-input cells	149	1010	43.81
cell families (layout without fill, tap and decap cells):
group	count (synthesis)	count (layout)	synth area share (%)
simple gates	86	86	24.12
compound gates	36	36	12.28
latches	4	4	2.976
buf+inv	35	41	7.750
mux	1	1	0.4960
xor+xnor	16	16	6.943
flops	37	37	39.24
fa+ha+maj	10	10	6.200
final timing paths:
check,slack [ns],from,cells past startpoint,end
max,0.83,div.OUT[12]$_SDFF_PP0_,4,div.OUT[13]$_SDFF_PP0_
min,0.48,div.OUT[0]$_SDFF_PP0_,1,div.OUT[0]$_SDFF_PP0_
max reg2reg,0.83,div.OUT[12]$_SDFF_PP0_,4,div.OUT[13]$_SDFF_PP0_
min reg2reg,0.48,div.OUT[0]$_SDFF_PP0_,1,div.OUT[0]$_SDFF_PP0_
flip-flops by register name (all words and copies together) (netlist names), named ones only:
signal and cells:
mm.y 9, div.OUT 26, div.S 1, mm.z 4
report_power, final:
group	leakage, nW	internal [W]	switching (W)
Sequential	0.382	0.000358	0
Clock	0.0255	0.0000931	0.000111
Combinational	0.557	0.00000781	0.0000112
Total	0.964	0.000459	0.000122
critical path, stage by stage, from the launching register on:
cell	delay [ns]
dfxtp_1	0.42
nand4_1	0.21
or3_1	0.52
nor4_4	0.77
nor2_1	0.11
No activity file was given, so power comes from the tool's default toggle rates.
